[flow/design.v]
module led #(
	parameter integer DATA_WIDTH = 32
) (
	input	CLK,
	input	RESETn,
	input		[DATA_WIDTH - 1:0]		I_led_in,
	output		[DATA_WIDTH - 1:0]		O_led_out,
	output		[7:0]		led_gpio
);
  assign O_led_out = I_led_in;
  assign led_gpio = I_led_in[7:0];
endmodule
module led_register_io #(
	parameter integer DATA_WIDTH = 32,
	localparam integer TRIG_COUNT = 0,
	localparam integer FLAG_COUNT = 0,
	localparam integer CONF_COUNT = 0,
	localparam integer IREG_COUNT = 1,
	localparam integer OREG_COUNT = 1,
	localparam integer DATA_BYTES = DATA_WIDTH / 8,
	localparam integer REGS_COUNT = TRIG_COUNT + FLAG_COUNT + CONF_COUNT + IREG_COUNT + OREG_COUNT,
	localparam integer ADDR_WIDTH = $clog2 (DATA_BYTES * REGS_COUNT) + 1
) (
	input		CLK,
	input		RESETn,
	input	[ADDR_WIDTH - 1:0]	WADDR,
	input	[DATA_WIDTH - 1:0]	WDATA,
	input		WVALID,
	output		WERROR,
	input	[ADDR_WIDTH - 1:0]	RADDR,
	output	[DATA_WIDTH - 1:0]	RDATA,
	input		RVALID,
	output		RERROR,
	output	[7:0]	led_gpio
);
	reg werror = 0;
	reg rerror = 0;
	reg [DATA_WIDTH - 1:0] rdata;
	reg winterrupt;
	reg rinterrupt;
	reg [DATA_WIDTH - 1:0] iregs	[0:IREG_COUNT - 1];
	reg [DATA_WIDTH - 1:0] oregs	[0:OREG_COUNT - 1];
	assign WERROR = werror;
	assign RERROR = rerror;
	assign RDATA = rdata;
	always @(*) begin
		if ( ~RESETn ) begin
			rerror <= 1'b0;
		end else begin
			if ( RVALID ) begin
				if ( RADDR < TRIG_COUNT ) begin
					rerror <= 1'b0;
				end else if ( RADDR < TRIG_COUNT + FLAG_COUNT ) begin
					rerror <= 1'b0;
				end else if ( RADDR < TRIG_COUNT + FLAG_COUNT + CONF_COUNT ) begin
					rerror <= 1'b0;
				end else if ( RADDR < TRIG_COUNT + FLAG_COUNT + CONF_COUNT + IREG_COUNT ) begin
					rerror <= 1'b0;
				end else if ( RADDR < TRIG_COUNT + FLAG_COUNT + CONF_COUNT + IREG_COUNT + OREG_COUNT ) begin
					rerror <= 1'b0;
				end else begin
					rerror <= 1'b1;
				end
			end else begin
				rerror <= 1'b0;
			end
		end
	end
	always @(posedge CLK) begin
		if ( ~RESETn ) begin
			rdata <= 0;
		end else begin
			if ( RVALID && ~rerror ) begin
				if ( RADDR < TRIG_COUNT ) begin
				end else if ( RADDR < TRIG_COUNT + FLAG_COUNT ) begin
				end else if ( RADDR < TRIG_COUNT + FLAG_COUNT + CONF_COUNT ) begin
				end else if ( RADDR < TRIG_COUNT + FLAG_COUNT + CONF_COUNT + IREG_COUNT ) begin
					rdata <= iregs[RADDR - TRIG_COUNT - FLAG_COUNT - CONF_COUNT];
				end else if ( RADDR < TRIG_COUNT + FLAG_COUNT + CONF_COUNT + IREG_COUNT + OREG_COUNT ) begin
					rdata <= oregs[RADDR - TRIG_COUNT - FLAG_COUNT - CONF_COUNT - IREG_COUNT];
				end
			end
		end
	end
	always @(*) begin
		if ( ~RESETn ) begin
			werror <= 1'b0;
		end else begin
			if ( WVALID ) begin
				if ( WADDR < TRIG_COUNT ) begin
					werror <= 1'b0;
				end else if ( WADDR < TRIG_COUNT + FLAG_COUNT ) begin
					werror <= 1'b1;
				end else if ( WADDR < TRIG_COUNT + FLAG_COUNT + CONF_COUNT ) begin
					werror <= 1'b0;
				end else if ( WADDR < TRIG_COUNT + FLAG_COUNT + CONF_COUNT + IREG_COUNT ) begin
					werror <= 1'b0;
				end else if ( WADDR < TRIG_COUNT + FLAG_COUNT + CONF_COUNT + IREG_COUNT + OREG_COUNT ) begin
					werror <= 1'b1;
				end else begin
					werror <= 1'b1;
				end
			end else begin
				werror <= 1'b0;
			end
		end
	end
	always @(posedge CLK) begin
		if ( ~RESETn ) begin
			for ( integer i = 0; i < IREG_COUNT; i = i + 1 ) begin
				iregs[i] = 0;
			end
		end else begin
			if ( WVALID && ~werror ) begin
				if ( WADDR < TRIG_COUNT ) begin
				end else if ( WADDR < TRIG_COUNT + FLAG_COUNT ) begin
				end else if ( WADDR < TRIG_COUNT + FLAG_COUNT + CONF_COUNT ) begin
				end else if ( WADDR < TRIG_COUNT + FLAG_COUNT + CONF_COUNT + IREG_COUNT ) begin
					iregs[RADDR - TRIG_COUNT - FLAG_COUNT - CONF_COUNT] <= WDATA;
				end else if ( WADDR < TRIG_COUNT + FLAG_COUNT + CONF_COUNT + IREG_COUNT + OREG_COUNT ) begin
				end
			end
		end
	end
	led #(
		.DATA_WIDTH (DATA_WIDTH)	) led_inst (
		.CLK (CLK),
		.RESETn (RESETn),
		.I_led_in (iregs[0]),
		.O_led_out (oregs[0]),
		.led_gpio (led_gpio)
	);
endmodule
module led_ahb_interpreter #(
	parameter integer DATA_WIDTH = 32,
	parameter integer ADDR_BASE = 0,
	localparam integer TRIG_COUNT = 0,
	localparam integer FLAG_COUNT = 0,
	localparam integer CONF_COUNT = 0,
	localparam integer IREG_COUNT = 1,
	localparam integer OREG_COUNT = 1,
	localparam integer DATA_BYTES = DATA_WIDTH / 8,
	localparam integer REGS_COUNT = TRIG_COUNT + FLAG_COUNT + CONF_COUNT + IREG_COUNT + OREG_COUNT,
	localparam integer MEM_BYTES = DATA_BYTES * REGS_COUNT,
	localparam integer ADDR_WIDTH = $clog2 (MEM_BYTES) + 1
) (
	input wire		HCLK,
	input wire		HRESETn,
	input wire [ADDR_WIDTH - 1:0] HADDR,
	input wire [2:0] HBURST,
	input wire		HMASTLOCK,
	input wire [3:0] HPROT,
	input wire [2:0] HSIZE,
	input wire [1:0] HTRANS,
	input wire [DATA_WIDTH - 1:0] HWDATA,
	input wire HWRITE,
	input wire HSEL,
	input wire HREADYIN,
	output wire [DATA_WIDTH - 1:0] HRDATA,
	output wire HREADYOUT,
	output wire HRESP,
	output wire MCLK,
	output wire MRESETn,
	output wire MEN,
	output wire [ADDR_WIDTH - 1:0] MADDR,
	output wire [DATA_WIDTH - 1:0] MDIN,
	output wire [DATA_BYTES - 1:0] MWE,
	input wire MDONE,
	input wire MERROR,
	input wire [DATA_WIDTH - 1:0] MDOUT
);
	reg [ADDR_WIDTH - 1:0] haddr;
	reg [DATA_WIDTH - 1:0] hrdata;
	reg [DATA_WIDTH - 1:0] hwdata;
	reg hresp;
	reg men;
	reg [DATA_BYTES - 1:0] mwe;
	reg [DATA_WIDTH - 1:0] mdin;
	wire transreq;
	wire transvalid;
	wire transwrite;
	wire transread;
	reg erroraddr;
	wire [ADDR_WIDTH - 1:0] memaddr;
	reg memreq;
	reg memren;
	reg memwen;
	reg [DATA_WIDTH - 1:0] memdout;
	wire memdone;
	reg memerror;
	assign HREADYOUT = memdone | transreq;
	assign HRESP = hresp;
	assign HRDATA = memren ? MDOUT : {DATA_WIDTH{1'bZ}};
	assign MEN = men | transread;
	assign MWE = mwe;
	assign MCLK = HCLK;
	assign MRESETn = HRESETn;
	assign MADDR = transread ? memaddr
		: memwen ? haddr
		: {(ADDR_WIDTH){1'bZ}};
	assign MDIN = ( memwen ? HWDATA : {(DATA_WIDTH){1'bZ}} );
	assign memaddr = HADDR;
	assign memdone = MDONE;
	assign transreq = HSEL & HTRANS[1] & HREADYIN;
	assign transvalid = transreq & ~erroraddr;
	assign transwrite = transvalid & HWRITE;
	assign transread = transvalid & ~HWRITE;
	wire error = erroraddr | MERROR;
	wire rerror = memerror;
	wire werror = memwen & MERROR;
	always @(posedge HCLK) begin
		if ( ~HRESETn ) begin
			men <= 1'b0;
			memren <= 1'b0;
			memwen <= 1'b0;
		end else begin
			memreq <= transreq;
			men <= (transwrite | transread) & ~error;
			memren <= transread & ~error;
			memwen <= transwrite & ~error;
			memerror <= erroraddr | error;
		end
	end
	always @(posedge HCLK) begin
		if ( ~HRESETn ) begin
			mwe <= {(DATA_BYTES){1'b0}};
		end else begin
			if ( transwrite ) begin
				if ( HSIZE == 3'b010 ) begin
					mwe <= {(DATA_BYTES){1'b1}};
				end else if ( HSIZE == 3'b001 ) begin
					mwe <= {(DATA_BYTES){1'b0}};
					if ( HADDR[1:0] == 2'b00 ) begin
						mwe[1:0] <= 2'b11;
					end else if ( HADDR[1:0] == 2'b01 ) begin
						mwe[2:1] <= 2'b11;
					end else if ( HADDR[1:0] == 2'b10 ) begin
						mwe[3:2] <= 2'b11;
					end
				end else if ( HSIZE == 3'b000 ) begin
					mwe <= {(DATA_BYTES){1'b0}};
					mwe[HADDR[1:0]] <= 1'b1;
				end
			end else begin
				mwe <= {(DATA_BYTES){1'b0}};
			end
		end
	end
	always @(*) begin
		if ( ~HRESETn ) begin
			 erroraddr <= 1'b0;
		end else begin
			if ( (HADDR >= ADDR_BASE) && (HADDR <= (ADDR_BASE + MEM_BYTES - 1)) ) begin
				erroraddr <= 1'b0;
			end else begin
				erroraddr <= 1'b1;
			end
		end
	end
	always @(posedge HCLK) begin
		if ( ~HRESETn ) begin
			haddr <= 0;
			hwdata <= 0;
		end else begin
			haddr <= memaddr;
			hwdata <= HWDATA;
		end
	end
	always @(negedge HCLK) begin
		if ( ~HRESETn ) begin
			hresp <= 1'b0;
		end else if ( HREADYOUT ) begin
			if ( memreq ) begin
				hresp <= ((rerror | werror) ? 1'b1 : 1'b0);
			end else begin
				hresp <= 1'b0;
			end
		end
	end
endmodule
module led_ahb #(
	parameter integer DATA_WIDTH = 32,
	localparam integer TRIG_COUNT = 0,
	localparam integer FLAG_COUNT = 0,
	localparam integer CONF_COUNT = 0,
	localparam integer IREG_COUNT = 1,
	localparam integer OREG_COUNT = 1,
	localparam integer DATA_BYTES = DATA_WIDTH / 8,
	localparam integer REGS_COUNT = TRIG_COUNT + FLAG_COUNT + CONF_COUNT + IREG_COUNT + OREG_COUNT,
	localparam integer MEM_BYTES = DATA_BYTES * REGS_COUNT,
	localparam integer ADDR_WIDTH = $clog2 (MEM_BYTES) + 1,
	localparam integer ADDR_LSB = (DATA_WIDTH / 32) + 1,
	localparam integer ADDR_MSB = ADDR_WIDTH - 1
) (
	input wire		HCLK,
	input wire		HRESETn,
	input wire [ADDR_WIDTH - 1:0] HADDR,
	input wire [2:0] HBURST,
	input wire		HMASTLOCK,
	input wire [3:0] HPROT,
	input wire [2:0] HSIZE,
	input wire [1:0] HTRANS,
	input wire [DATA_WIDTH - 1:0] HWDATA,
	input wire HWRITE,
	input wire HSEL,
	input wire HREADYIN,
	output wire [DATA_WIDTH - 1:0] HRDATA,
	output wire HREADYOUT,
	output wire HRESP,
	output	[7:0]	led_gpio
);
	wire [ADDR_WIDTH - 1:0] addr;
	wire wren;
	wire rden;
	wire rerror;
	wire werror;
	wire memclk;
	wire memresetn;
	wire memen;
	wire [ADDR_WIDTH - 1:0] memaddr;
	wire [DATA_WIDTH - 1:0] memdin;
	wire [(DATA_WIDTH / 8) - 1:0] memwe;
	wire memerror;
	wire [DATA_WIDTH - 1:0] memdout;
	assign memerror = werror | rerror;
	assign addr = memaddr [ADDR_MSB:ADDR_LSB];
	assign wren = memen && (memwe != 0);
	assign rden = memen && (memwe == 0);
	led_ahb_interpreter #(
		.DATA_WIDTH (DATA_WIDTH)
	) led_ahb_interpreter_inst (
		.HCLK (HCLK),
		.HRESETn (HRESETn),
		.HADDR (HADDR),
		.HBURST (HBURST),
		.HMASTLOCK (HMASTLOCK),
		.HPROT (HPROT),
		.HSIZE (HSIZE),
		.HTRANS (HTRANS),
		.HWDATA (HWDATA),
		.HWRITE (HWRITE),
		.HSEL (HSEL),
		.HREADYIN (HREADYIN),
		.HRDATA (HRDATA),
		.HREADYOUT (HREADYOUT),
		.HRESP (HRESP),
		.MCLK (memclk),
		.MRESETn (memresetn),
		.MEN (memen),
		.MADDR (memaddr),
		.MDIN (memdin),
		.MWE (memwe),
		.MDONE (1'b1),
		.MERROR (memerror),
		.MDOUT (memdout)
	);
	led_register_io #(
		.DATA_WIDTH (DATA_WIDTH)
	) led_register_io_inst (
		.CLK (HCLK),
		.RESETn (HRESETn),
		.WADDR (addr),
		.WDATA (memdin),
		.WVALID (wren),
		.WERROR (werror),
		.RADDR (addr),
		.RDATA (memdout),
		.RVALID (rden),
		.RERROR (rerror),
		.led_gpio (led_gpio)
	);
endmodule
[flow/run.sh]
#!/bin/bash
# OpenROAD 26Q1-2900-gdf79404cd8, Yosys 0.63+post, stock flow scripts
make -C /OpenROAD-flow-scripts/flow DESIGN_CONFIG=/design/flow/config.mk WORK_HOME=/design/flow/orfs finish
[flow/config.mk]
export PLATFORM = sky130hd
export DESIGN_NAME = led_ahb
export DESIGN_NICKNAME = led_ahb
export VERILOG_FILES = /design/flow/design.v
export SDC_FILE = /design/flow/constraint.sdc
export NUM_CORES = 4
export LEC_CHECK = 1
export CORE_UTILIZATION = 40
[flow/constraint.sdc]
current_design led_ahb

set clk_period 3.6
set clk_io_pct 0.2

create_clock -name clk0 -period $clk_period [get_ports {HCLK}]

set non_clock_inputs [all_inputs -no_clocks]
set_input_delay [expr $clk_period * $clk_io_pct] -clock clk0 $non_clock_inputs
set_output_delay [expr $clk_period * $clk_io_pct] -clock clk0 [all_outputs]
==> reports/metrics.yaml <==
placement:
  dp_hpwl_um: 3664
  dp_cells: 447
  port-buffer-count: 85
  gp_congestion: 0.8058
worst_setup_path:
  r2r-end: "led_ahb_interpreter_inst.hresp"
  r2r_setup_slack_ns: 0.60
  required_ns: 2.88
  startpoint_type: "register"
  reg2regPathDepth: 3
  path_delay_family: "flip-flops"
  timing.rr.start: "led_ahb_interpreter_inst.mwe[3]"
  slowest_stage: "dfxtp_1"
  arrival_ns: 2.68
  path_class: "register to primary output"
  cp_num_buf_inv: 1
  worstPathMaxFanout: 1
  crit_chain: "dlygate4sd2_1"
  cp-end-kind: "primary output"
  slowest_delay_ns: 0.28
detailed_routing:
  wire_per_inst_um: 12.01
  dr.pass1.iters: 4
  routed_via_density: 4.583
  drcViolationCount: 0
  ant_nets: 0
  diodes: 0
  routed_wl_um: 5559
  vias: 2122
  drt_iter0_drc: 75
hold_path:
  whs_path_depth: 2
  min_to: "led_register_io_inst.rdata[6]"
  hold_class: "register to register"
  min_from: "led_register_io_inst.rdata[6]"
global_routing:
  grt_pass1_vias: 1904
  grt_max_degree: 39
  grt_pass1_wl_um: 9156
  grt_overflow: 0
  antenna_found_initial: 0
  grt_usage_pct: 14.69
status:
  outcome: "finished clean"
clock_network:
  post_cts_buffers: 0
  cts_hold_buffers: 0
  clk_pin_slew_ns: 0.08
  worstSkewPairLatency_ns: 0.37
  cts-buffers-inserted: 9
  h-tree-depth: 3
  cts_tree: "done"
  clock_path_buffers: 2
  clock_sinks: 75
  cts-root-buf: "clkbuf_8"
synthesis:
  netlist_area_mm2: 0.003134
  yosysChipArea_mm2: 0.003134
  synthDistinctLibCells: 34
  yosys_warnings: 7
  synth-edff-count: 34
  syn_inst: 277
  yosys_most_used_dff: "dfxtp_1"
  ys_ff: 75
  yosys.stat.seqShare_pct: 58.76
  async_flop_share_pct: 0
  yosysCellCount: 277
  syn_avg_cell_area_um2: 11.32
power:
  p_seq_share_pct: 50.4
  power_switching_share_pct: 19.45
  leakage_nw: 1.592
  power-per-cell-area_mw_per_mm2: 428.7
  combPwrFrac_pct: 7.1
  power.internal_mw: 1.469
  peakVddDrop_mv: 0.2835
  clkPwrFrac_pct: 42.5
  p_sw_mw: 0.3546
cells_and_area:
  synthToLayoutAreaGrowth_pct: 35.69
  fin_util_pct: 57.41
  final_cell_count_no_fill: 463
  lay_top_cells: "83 x clkdlybuf4s50_1, 66 x nand2_1, 41 x dfxtp_1, 34 x mux2i_1, 34 x edfxtp_1"
  nFillCells: 614
  lay_top_count: "clkdlybuf4s50_1"
  drive_above_1_share_pct: 8.516
floorplan:
  die-area_mm2: 0.008194
  num_rows: 31
  initCoreUtil_pct: 42.31
  coreArea_mm2: 0.007408
  die_x_um: 90.52
  io_pins: 96
  die_h_um: 90.52
sta:
  fin_skew_ns: 0.04642
  finalHoldViolations: 0
  setup_viol: 0
  hold_slack_ns: 0.4554
  rsz0062_at_grt: "false"
  tns_ns: 0
  drv_slew: 0
job:
  tool_warnings: 38
  max_cap_violations: 0
metrics by stage:
step | setup WS [ns] | total power, mW | cell area [µm²]
after detailed placement | -0.04327 | 1.073 | 4013
after floorplan | 0.2292 | 0.9957 | 3134
final | 0.2008 | 1.823 | 4253
after CTS | 0.1889 | 1.845 | 4253
after global placement | -0.02971 | 1.072 | 4013
after global routing | 0.1455 | 1.897 | 4253
power by group through the flow:
stage / Combinational, mW / Sequential [mW] / Clock (mW)
final: 0.129 / 0.920 / 0.774
after global routing: 0.142 / 0.922 / 0.833
after CTS: 0.131 / 0.920 / 0.794
cell usage after synthesis, types with 2 or more instances:
master / number / share of area, %
buf_4: 9 / 2.2
a211oi_1: 2 / 0.48
buf_12: 3 / 1.9
inv_1: 6 / 0.72
nand4b_1: 2 / 0.56
a31oi_1: 2 / 0.40
nor3_1: 3 / 0.48
and2_1: 33 / 6.6
edfxtp_1: 34 / 33
clkbuf_1: 10 / 1.2
ha_1: 4 / 1.6
nand2_1: 67 / 8.0
nor2_1: 7 / 0.84
a2111oi_2: 2 / 0.96
dfxtp_1: 41 / 26
mux2i_1: 34 / 11
worst max-delay path by stage:
stage | startpoint | slack (ns) | to | cells past startpoint
4_1_cts | led_ahb_interpreter_inst.hresp | 0.19 | HRESP | 1
5_1_grt | led_ahb_interpreter_inst.hresp | 0.15 | HRESP | 1
6_report | led_ahb_interpreter_inst.hresp | 0.20 | HRESP | 1
metal layers:
layer,share of wire [%],track usage [%],vias to the layer above
li1,-,-,1095
met5,0,0,-
met1,48,23.89,954
met3,4.7,2.821,8
met2,45,22.35,65
met4,1.9,2.016,0
area by class of cell:
type	count	area, µm²	area share [%]
sequential	75	1842	43.31
multi-input combinational	172	1091	25.65
timing repair buffer	95	932.1	21.92
clock buffer	11	141.4	3.325
tap	99	123.9	2.913
clock inverter	6	103.9	2.442
inverter	5	18.77	0.4413
flip-flops by register name (all words and copies together), names as in the netlist:
signal	cells
led_register_io_inst.iregs	32
led_register_io_inst.rdata	32
led_ahb_interpreter_inst.mwe	4
led_ahb_interpreter_inst.haddr	2
led_ahb_interpreter_inst.hresp	1
led_ahb_interpreter_inst.memerror	1
led_ahb_interpreter_inst.memreq	1
led_ahb_interpreter_inst.memwen	1
led_ahb_interpreter_inst.men	1
cell families after synthesis:
family | share of synthesized area (%)
AND-OR/OR-AND | 4.152
adder cells (fa/ha/maj) | 1.597
buffers and inverters | 6.507
flip-flops | 58.76
multiplexers | 10.86
other | 0.1196
AND/OR/NAND/NOR | 18.00
repair_timing:
item,4_1_cts,5_1_grt
hold endpoints to repair,0,0
endpoints found under the setup margin,1,0
gates resized,1,0
Power figures rest on the tool's default switching activity, not on a simulated workload.
